## ./constraint.sdc

```tcl
current_design IFID_novo

set clk_period 4.6
set clk_io_pct 0.2

create_clock -name clk0 -period $clk_period [get_ports {clock}]

set non_clock_inputs [all_inputs -no_clocks]
set_input_delay [expr $clk_period * $clk_io_pct] -clock clk0 $non_clock_inputs
set_output_delay [expr $clk_period * $clk_io_pct] -clock clk0 [all_outputs]
```

## ./design.v

```verilog
module IFID_novo(clock, PC4, instrucao, IFIDWrite, opcode, rs, rt, rd, shamt, funct, address, addressJump, PC4_out);
    input clock;
    input [31:0] instrucao;
    input IFIDWrite;
    input [31:0] PC4;
    output reg [5:0] opcode;
    output reg [31:0] PC4_out;
    output reg [4:0] rs;
    output reg [4:0] rt;
    output reg [4:0] rd;
    output reg [4:0] shamt;
    output reg [5:0] funct;
    output reg [15:0] address;
    output reg [25:0] addressJump;
    always @ (posedge clock)begin
        PC4_out = PC4;
        opcode = instrucao[31:26];
        if(IFIDWrite == 1)begin
            if(opcode == 6'b000000)begin
                rs = instrucao[25:21];
                rt = instrucao[20:16];
                rd = instrucao[15:11];
                shamt = instrucao[10:6];
                funct = instrucao[5:0];
            end else if(opcode == 6'b100011 || opcode == 6'b101011 ||
            opcode == 6'b001001 || opcode == 6'b001010 ||
            opcode == 6'b000100)begin
                rs = instrucao[25:21];
                rt = instrucao[20:16];
                address = instrucao[15:0];  
            end else begin
                addressJump = instrucao[25:0];
            end
        end
    end
endmodule
```

## ./run.sh

```bash
#!/bin/bash
# OpenROAD 26Q1-2900-gdf79404cd8, Yosys 0.63+post, stock flow scripts
make -C /OpenROAD-flow-scripts/flow DESIGN_CONFIG=/design/flow/config.mk WORK_HOME=/design/flow/orfs finish
```

## ./config.mk

```make
export PLATFORM = sky130hd
export DESIGN_NAME = IFID_novo
export DESIGN_NICKNAME = IFID_novo
export VERILOG_FILES = /design/flow/design.v
export SDC_FILE = /design/flow/constraint.sdc
export NUM_CORES = 4
export LEC_CHECK = 1
export CORE_UTILIZATION = 40
```

==> impl_metrics.env <==
# source this file to load flow results
export IMPL_status="finished, final reports clean"
export IMPL_synth_area_sq_um=2900
export IMPL_yosys_warnings=1
export IMPL_fmax_ghz=0.372
export IMPL_final_common_cell="clkdlybuf4s50_1"
export IMPL_ir_drop_uv=295
export IMPL_grt_total_usage=0.180
export IMPL_drt_initial_drc_count=52
export IMPL_fin_crit_sh=0.584
export IMPL_top_level_ports=172
export IMPL_clk_path_buf_depth=2
export IMPL_final_layout_top_logic_cells="clkdlybuf4s50_1 (171), edfxtp_1 (68), dfxtp_1 (38)"
export IMPL_tns_ns=0
export IMPL_yosysSeqAreaShare=0.968
export IMPL_yosysCellCount=119
export IMPL_cts_buffers_inserted=9
export IMPL_p_total_mw=1.80
export IMPL_drv_slew=0
export IMPL_io_buffers=171
export IMPL_wirelength_um=6240
export IMPL_postCtsSetupRepairBufs=0
export IMPL_grt_max_degree=18
export IMPL_ys_types=14
export IMPL_vias=1746
export IMPL_dp_cells=389
export IMPL_fin_crit_ns=2.69
export IMPL_wire_per_inst_um=15.4
export IMPL_core_area_sq_um=6910
export IMPL_cts_hold_buf=0
export IMPL_fp_row_count=30
export IMPL_crit_fanout=10
export IMPL_drtAntennaViolNets=0
export IMPL_drive_above_1_share=0.0680
export IMPL_finalHoldViolCount=0
export IMPL_vias_per_cell=4.31
export IMPL_ys_area_sq_um=2900
export IMPL_crit_required_ns=4.60
export IMPL_powerDensity_nw_per_um2=363
export IMPL_grt_pass1_vias=1796
export IMPL_hp_class="primary input to flop"
export IMPL_clock_sinks=106
export IMPL_drc=0
export IMPL_firstDrtPassIters=3
export IMPL_die_area_sq_um=7580
export IMPL_die_w_um=87.1
export IMPL_post_cts_resized=0
export IMPL_rsz0062_at_grt="no"
export IMPL_initCoreUtil=0.419
export IMPL_worstMarginPinSlew_ns=0.561
export IMPL_grt_pass1_wl_um=9190
export IMPL_place_congestion=0.852
export IMPL_whs_ns=1.00
export IMPL_antenna_diode_count=0
export IMPL_grt_overflow=0
export IMPL_root_buffer="clkbuf_8"
export IMPL_leakage_nw=1.78
export IMPL_area_growth_pct=71.7
export IMPL_synth_area_per_cell_sq_um=24.3
export IMPL_warnings=26
export IMPL_maxSlewHeadroom=0.624
export IMPL_cts_tree="built"
export IMPL_clk_pin_slew_ns=0.09
export IMPL_setup_viol=0
export IMPL_dp_slack_ns=1.55
export IMPL_critPathCaptureType="flop"
export IMPL_fill_cells=492
export IMPL_fin_ws_ns=1.91
export IMPL_cp_arrival_ns=2.69
export IMPL_dieHeight_um=87.1
export IMPL_stdcell_count=405
export IMPL_cap_violations=0
export IMPL_path_class="primary input to flop"
export IMPL_startpoint_type="primary input"
export IMPL_cts_max_level=3
export IMPL_syn_inst=119
export IMPL_antenna_found_initial=0
export IMPL_dp_hpwl_um=4650
export IMPL_synth_flops=106
-- cells by family (layout without fill, tap and decap cells) --
kind of cell | Yosys count | in the layout | share of synthesized area
xor+xnor | 1 | 1 | 0.00303
simple gates | 9 | 9 | 0.0216
buf+inv | 0 | 190 | 0
flops | 106 | 106 | 0.968
compound gates | 3 | 3 | 0.00735
-- flip-flops by register name, indices dropped and copies added (netlist names) --
register     cells
PC4_out         32
funct            6
rs               5
opcode           6
addressJump     26
rt               5
shamt            5
address         16
rd               5
-- through the flow --
step | util | instance area, sq um
2_1_floorplan | - | 2900
3_3_place_gp | 0.690 | 4760
3_5_place_dp | 0.690 | 4760
4_1_cts | 0.720 | 4970
5_1_grt | 0.720 | 4970
6_report | 0.720 | 4970
-- where the power goes --
part	switching [mW]	internal (mW)
registers	0.0121	1.06
logic	0.0359	0.128
clock network	0.286	0.277
-- path summary, 6_finish.rpt --
path	startpoint	to	slack (ns)	depth (start not counted)
worst min-delay path	PC4[8]	PC4_out[8]$_DFF_P_	1.00	1
worst max-delay path	instrucao[31]	rt[4]$_DFFE_PP_	1.91	4
-- synthesized netlist by cell type (all sizes together) --
master / instances / area (sq um)
a31oi: 2 / 12.5
nor3: 1 / 5.00
nand4b: 1 / 8.76
or4: 1 / 11.3
nor3b: 1 / 7.51
edfxtp: 68 / 2040
nand2b: 1 / 6.26
dfxtp: 38 / 761
nor2b: 1 / 6.26
nand3b: 1 / 7.51
and2: 1 / 6.26
a221oi: 1 / 8.76
xor2: 1 / 8.76
nand2: 1 / 3.75
-- layer usage --
layer  share of wire  wire length [um]  track usage  vias to the layer above
li1                -                 -            -                      816
met1            0.37              2330        0.257                      800
met2            0.46              2840        0.266                      119
met3            0.15               937       0.0990                       11
met4           0.021               131       0.0379                        0
met5               0                 0            0                        -
-- area by class of cell --
cell class                      instances  area (sq um)  area share
Clock inverter                          3          16.3     0.00327
Tap cell                               96           120      0.0242
Clock buffer                           13           191      0.0385
Multi-Input combinational cell         13           106      0.0214
Sequential cell                       106          2800       0.564
Timing Repair Buffer                  174          1730       0.349
-- critical path, stage by stage --
cell	delay (ns)
clkdlybuf4s50_1	0.49
or4_4	0.58
a31oi_1	0.25
and2_1	0.45
Power is estimated from default activity; no workload was simulated.
