`/design/flow/run.sh`:
```
#!/bin/bash
# OpenROAD 26Q1-2900-gdf79404cd8, Yosys 0.63+post, stock flow scripts
make -C /OpenROAD-flow-scripts/flow DESIGN_CONFIG=/design/flow/config.mk WORK_HOME=/design/flow/orfs finish
```
`/design/flow/config.mk`:
```
export PLATFORM = sky130hd
export DESIGN_NAME = EXMEM
export DESIGN_NICKNAME = EXMEM
export VERILOG_FILES = /design/flow/design.v
export SDC_FILE = /design/flow/constraint.sdc
export NUM_CORES = 4
export LEC_CHECK = 1
export CORE_AREA = 10 10 124 124
export DIE_AREA = 0 0 134 134
```
`/design/flow/constraint.sdc`:
```
current_design EXMEM

set clk_period 1.0
set clk_io_pct 0.2

create_clock -name clk0 -period $clk_period [get_ports {clock}]

set non_clock_inputs [all_inputs -no_clocks]
set_input_delay [expr $clk_period * $clk_io_pct] -clock clk0 $non_clock_inputs
set_output_delay [expr $clk_period * $clk_io_pct] -clock clk0 [all_outputs]
```
`/design/flow/design.v`:
```
module EXMEM(clock, resultadoSL2, resultadoALU, dadoR2, rd, regWrite,
            branch, memRead, memWrite, memtoReg, zero, resultadoSL2_out, 
            resultadoALU_out, dadoR2_out, rd_out, regWrite_out, branch_out, 
            memRead_out, memWrite_out, memtoReg_out, zero_out);
    input clock;
    input [31:0] resultadoSL2;
    input [31:0] resultadoALU;
    input [31:0] dadoR2;
    input [4:0] rd;  
    input branch;
    input memRead;
    input memWrite;
    input memtoReg;
    input zero;
    input regWrite;
    output reg [31:0] resultadoSL2_out;
    output reg [31:0] resultadoALU_out;
    output reg [31:0] dadoR2_out;
    output reg [4:0] rd_out;
    output reg branch_out;
    output reg memRead_out;
    output reg memWrite_out;
    output reg memtoReg_out;
    output reg zero_out;
    output reg regWrite_out;
    always @ (posedge clock)begin
      resultadoSL2_out = resultadoSL2;
      resultadoALU_out = resultadoALU;
      dadoR2_out = dadoR2;
      rd_out = rd;
      branch_out = branch;
      memRead_out = memRead;
      memWrite_out = memWrite;
      memtoReg_out = memtoReg;
      zero_out = zero;
      regWrite_out = regWrite;
    end
endmodule
```
==> flow_metrics.py <==
# Auto-generated metrics
metrics = {
    "setup_path": {
        "crit_type": "reg2out",
        "worstSetupStartpointType": "flip-flop",
        "cp_num_buf_inv": 1,
        "critPathMaxStageDelay_ns": 0.31,
        "critPathSlowestCell": "dfxtp_2",
        "end_kind": "primary output",
        "path_max_fanout": 1,
        "cp_num_cells": 1,
        "crit_chain": "buf_2",
        "worstPathRequired_ns": 0.80,
        "cp_top_family": "flip-flops",
        "arrival_ns": 0.76,
    },
    "synthesis": {
        "post_synth.cell_area_avg_um2": 20.0,
        "synth_area_leader_cell": "dfxtp_1",
        "ys_ff": 107,
        "synth_cell_types": 1,
        "ys_warn_count": 1,
        "yosys.area.top_type_share_pct": 100,
        "synthesis.area_mm2": 0.00214,
        "ys_cells": 107,
        "ys_seq_share_pct": 100,
        "topCellsByArea": "dfxtp_1",
        "ys_chip_area_mm2": 0.00214,
        "syn_inst": 107,
    },
    "global_route": {
        "grt_busiest_layer": "met2",
        "grt_use_total_pct": 8.26,
        "met2_usage_pct": 12.4,
        "grt_overflow": 0,
        "grt_use_met3_pct": 5.69,
        "grt_pass1_wl_mm": 11.1,
        "grt_max_degree": 18,
        "antenna_found_initial": 0,
        "met1_usage_pct": 9.69,
        "grt_pass1_vias": 1756,
    },
    "die": {
        "core_area_mm2": 0.0127,
        "die_x_um": 134,
        "fp.dieH_um": 134,
        "initial_core_util_pct": 16.9,
        "core.rowCount": 41,
        "ioPinCount": 215,
        "dieArea_mm2": 0.0180,
    },
    "detailed_routing": {
        "dr.pass1.iters": 4,
        "wire_per_inst_um": 15.0,
        "routed_wl_mm": 7.65,
        "viasPerCell": 3.21,
        "via_count": 1632,
        "n_antenna_cell": 0,
        "drt_iter0_markers": 17,
        "drcViolationCount": 0,
        "antenna_left": 0,
    },
    "sta": {
        "slew_headroom_pct": 92.2,
        "worst_pin_slew_ns": 0.117,
        "fmax_ghz": 1.04,
        "fin_crit_sh_pct": 96.1,
        "hold_viol_final": 0,
        "drv_slew": 0,
        "setup_viol": 0,
        "grt_setup_unrepaired": "yes",
        "period_minus_slack_ns": 0.961,
    },
    "worst_hold_path": {
        "min_from": "resultadoSL2[20]",
        "hold_end": "resultadoSL2_out[20]$_DFF_P_",
        "hp-class": "in2reg",
        "worstHoldPathCells": 1,
    },
    "pwr": {
        "p_leak_nw": 1.89,
        "p_total_mw": 8.60,
        "vdd_drop_max_mv": 0.690,
        "power_density_mw_per_mm2": 2000,
    },
    "placement": {
        "dp_cells": 493,
        "io_buffers": 214,
        "place_congestion": 0.703,
    },
    "run": {
        "drv_cap": 0,
        "warnings": 26,
    },
    "final_layout": {
        "nMultiInputCombCells": 0,
        "fin_cells": 509,
        "drive_gt1_share_pct": 40.9,
        "syn_to_final_growth_pct": 100,
        "comb_area_um2": 0,
    },
    "clock_network": {
        "clock_sinks": 107,
        "cts.clk_slew.worst_paths_ns": 0.07,
        "post-cts-setup-buffers": 0,
        "htreeDepth": 3,
        "cts_root_buf": "clkbuf_16",
        "cts_tree": "done",
        "cts_buffers": 9,
        "cts_buffer_depth": 2,
    },
    "run_status": {
        "outcome": "complete, no violations",
    },
}
[final cells by class]
class / instances / area (um^2)
clock inverter: 6 / 65.1
clock buffer: 10 / 229
timing repair buffer: 214 / 1620
sequential: 107 / 2160
fill: 1330 / 8380
tap: 172 / 215
[cell usage in the layout, fill, tap and decap left out]
cell type | synthesis | routed
clkdlybuf4s50_1 | 0 | 107
buf_2 | 0 | 105
dfxtp_1 | 107 | 91
dfxtp_2 | 0 | 16
clkbuf_16 | 0 | 9
clkinv_2 | 0 | 2
buf_6 | 0 | 2
clkinvlp_4 | 0 | 1
clkbuf_1 | 0 | 1
bufinv_16 | 0 | 1
inv_6 | 0 | 1
clkinv_4 | 0 | 1
[cell usage after synthesis]
master   instances
dfxtp_1        107
[worst max path at each step]
stage                                start                   end  slack (ns)
CTS           resultadoALU_out[10]$_DFF_P_  resultadoALU_out[10]       0.004
global route        dadoR2_out[19]$_DFF_P_        dadoR2_out[19]      -0.008
finish        resultadoSL2_out[26]$_DFF_P_  resultadoSL2_out[26]        0.04
[sequential cells by signal, indices dropped and copies added (netlist names)]
register,cells
regWrite_out,1
branch_out,1
rd_out,5
memtoReg_out,1
memWrite_out,1
resultadoALU_out,32
resultadoSL2_out,32
zero_out,1
dadoR2_out,32
memRead_out,1
[cell families after synthesis]
group	after synthesis	share of synthesized area (%)
DFF	107	100
[metal layers]
| metal | part of all wire, % | wire, um | vias up |
|---|---|---|---|
| met1 | 38 | 2910 | 716 |
| met2 | 45 | 3440 | 124 |
| met5 | 0 | 0 | - |
| met3 | 15 | 1150 | 14 |
| met4 | 2.0 | 151 | 0 |
| li1 | - | - | 778 |
[report_power, final]
group | switching, mW | internal [mW] | leakage (nW) | total (mW)
logic | 0.103 | 0.503 | 0.844 | 0.605
registers | 0.0462 | 4.49 | 0.903 | 4.54
clock network | 1.50 | 1.95 | 0.143 | 3.45
[timing repair]
action	in CTS	in global routing
hold buffers	0	0
setup endpoints to repair	107	11
resized	345	6
[per-stage QoR]
step	setup TNS, ns	utilization, %	cell area (um^2)	setup slack, ns	hold slack [ns]
2_1_floorplan	0	-	2140	0.538	0.228
3_3_place_gp	-0.0243	35.5	4500	-0.0118	0.648
3_5_place_dp	-0.0244	35.5	4500	-0.00985	0.652
4_1_cts	0	33.7	4270	0.00404	0.263
5_1_grt	-0.0401	33.9	4290	-0.00790	0.263
6_report	0	33.9	4290	0.0393	0.289
Power figures rest on the tool's default switching activity, not on a simulated workload.
