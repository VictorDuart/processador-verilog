==> flow/config.mk <==
export PLATFORM = sky130hd
export DESIGN_NAME = IDEX
export DESIGN_NICKNAME = IDEX
export VERILOG_FILES = /design/flow/design.v
export SDC_FILE = /design/flow/constraint.sdc
export NUM_CORES = 4
export LEC_CHECK = 1
export CORE_AREA = 10 10 178 178
export DIE_AREA = 0 0 188 188
==> flow/constraint.sdc <==
current_design IDEX

set clk_period 1.0
set clk_io_pct 0.2

create_clock -name clk0 -period $clk_period [get_ports {clock}]

set non_clock_inputs [all_inputs -no_clocks]
set_input_delay [expr $clk_period * $clk_io_pct] -clock clk0 $non_clock_inputs
set_output_delay [expr $clk_period * $clk_io_pct] -clock clk0 [all_outputs]
==> flow/design.v <==
module IDEX(clock, PC4, dadoRs, dadoRt, regDst, branch, memRead, memtoReg, ALUOp, memWrite, ALUSrc, regWrite,
 sinalExtendido, rt_mux, rd_mux, rs_fw, rt_fw, PC4_out, dadoRs_out, dadoRt_out, regDst_out, branch_out, 
 memRead_out, memtoReg_out, ALUOp_out, memWrite_out, ALUSrc_out, regWrite_out, sinalExtendido_out,
  rt_mux_out, rd_mux_out, rs_fw_out, rt_fw_out);
    input clock;
    input [31:0] PC4;
    input [31:0] dadoRs;
    input [31:0] dadoRt;
    input regDst;
    input branch;
    input memRead;
    input memtoReg;
    input [1:0] ALUOp;
    input memWrite;
    input ALUSrc;
    input regWrite;
    input [31:0] sinalExtendido;
    input [4:0]rt_mux;
    input [4:0]rd_mux;
    input [4:0]rs_fw;
    input [4:0]rt_fw;
    output reg [31:0] PC4_out;
    output reg [31:0] dadoRs_out;
    output reg [31:0] dadoRt_out;
    output reg regDst_out;
    output reg branch_out;
    output reg memRead_out;
    output reg memtoReg_out;
    output reg [1:0] ALUOp_out;
    output reg memWrite_out;
    output reg ALUSrc_out;
    output reg regWrite_out;
    output reg [31:0] sinalExtendido_out;
    output reg [4:0] rt_mux_out;
    output reg [4:0] rd_mux_out;
    output reg [4:0] rs_fw_out;
    output reg [4:0] rt_fw_out;
    always @ (negedge clock)begin
    PC4_out = PC4;
    dadoRs_out = dadoRs;
    dadoRt_out = dadoRt;
    regDst_out = regDst;
    branch_out = branch;
    memRead_out = memRead;
    memtoReg_out = memtoReg;
    ALUOp_out = ALUOp;
    memWrite_out = memWrite;
    ALUSrc_out = ALUSrc;
    regWrite_out = regWrite;
    sinalExtendido_out = sinalExtendido;
    rt_mux_out = rt_mux;
    rd_mux_out = rd_mux;
    rs_fw_out = rs_fw;
    rt_fw_out = rt_fw;
    end
endmodule
==> flow/run.sh <==
#!/bin/bash
# OpenROAD 26Q1-2900-gdf79404cd8, Yosys 0.63+post, stock flow scripts
make -C /OpenROAD-flow-scripts/flow DESIGN_CONFIG=/design/flow/config.mk WORK_HOME=/design/flow/orfs finish
==> run summary <==
yosys + openroad results -> Yosys chip area 3147 um^2, Mapped Avg Cell Area 19.92 um^2, Internal 11.98 mW, Most common reg cell dfxtp_1, critical path capture point type primary output, largest net degree at the start of global routing 17, Pleak 3.706 nW, critical path buffer and inverter count 1, register share of total power 40.8%, Die H 188 um, Top cell area share 99.88%, DR DRC count 0, Adders+Majority by Area 0%, Finish-stage setup viols 157, min setup slack post-route -0.5667 ns, placed insts 850, fp_density 11.33%, Synth area leader dfxtp_1, CP Cell Sequence buf_2, Synth Cell Area 3147 um^2, Log Warnings 184, DR WL/cell 13.10 um, CTS Buffer Depth 2, Die ar. 35340 um^2, Worst Path Arrival 1.37 ns, total power 16.51 mW, share of total power in combinational logic 5.6%, IO buf count 314, Final Hold Viols 0, Seq share, synth 99.88%, aoi share 0%, top cells, area dfxtp_1 100%, inv_1 0.12%, Area Overhead vs Synth 129.7%, WP depth 1, switching part of the total power 27.43%, slowest stage delay, CP 0.31 ns, Root Driver clkbuf_16, multi-input logic area 0 um^2, Core Rows 61, Top delay family on crit path flip-flops, Worst Setup EP dadoRt_out[22], post-synthesis simple-gate area fraction 0%, Crit path required time 0.80 ns, pwr dens 2284 nW/um^2, CP Class flip-flop to primary output, met2 WL 6.352 mm, distinct lib cells 2, Async SR Flop Fraction 0%, #MultiIn Comb 0, Detailed Route WL 13.60 mm, gr usage total 7.377%, crit path max fanout 1, clock sink total 157, total CTS buffers 17, RSZ-0062 raised after global routing true, failing checks negative setup slack, CTS tree yes, core box area 27780 um^2, synth cell count leaders 157 x dfxtp_1, 1 x inv_1, outcome finished, violations left, Least-Margin Pin Slew 0.1836 ns, HP Class input port to flip-flop, clock slew at reported path FFs 0.03 ns, Routed Antenna Nets 0, antenna violations before repair 0, vias per cell 2.866, Yosys top cell by instances dfxtp_1, H-tree depth 4, Top Ports 315, area fraction in mux cells 0%, first-pass GRT wire length 19.44 mm, VDD IR max 1.608 mV, setup slack after placement -0.5581 ns, vias in the first global route 3597, die width 188 um, grt total ovfl 0, Syn Inst Count 158, vias 2975, max_cap viols 0, fraction of layout cells with a size suffix above 1 31.97%, slew margin rel. 87.76%, CTS Hold Bufs 0, Post-DP HPWL 10.64 mm, NetSw 4.529 mW, metal3 WL 2.285 mm, first-pass detailed-route iteration total 4, Post-Layout Cell Count 1038, Worst Setup Start Kind flip-flop, max layer used met4, M1 WL 4.593 mm, clock share of power 53.6%, CP max-delay cell dfxtp_2, Critical Path Start dadoRt_out[22]$_DFF_N_, ys flops 157, Dominant combinational family buffers and inverters, RePlAce Congestion 0.7518, Post-CTS Setup Inserts 0, Ys Warns 1, XOR Share, Synth 0%, n_diodes 0, Slew Limit Fails 0, iteration-0 DRC count of the detailed router 46, flip-flops with a built-in enable 0, Yosys Instances 158
==> cell families (layout without fill, tap and decap cells) <==
kind of cell	after synthesis	in the layout
buf+inv	1	503
flops	157	157
==> cell type report <==
cell class | instances | area, um^2
Fill cell | 2893 | 20550
Sequential cell | 157 | 3172
Timing Repair Buffer | 314 | 2407
Clock inverter | 172 | 752.0
Tap cell | 378 | 473.0
Clock buffer | 17 | 425.4
==> power by group through the flow <==
stage	sequential (mW)	clock, mW	combinational, mW
4_1_cts	6.72	9.38	0.957
5_1_grt	6.75	10.0	1.01
6_report	6.73	8.85	0.931
==> cell usage in the layout (no fill, tap or decap) <==
cell type,Yosys,layout
inv_1,1,158
clkdlybuf4s50_1,0,157
buf_2,0,149
dfxtp_1,157,134
dfxtp_2,0,23
clkbuf_16,0,17
buf_6,0,8
inv_4,0,4
inv_8,0,3
clkinv_4,0,3
bufinv_16,0,2
inv_6,0,1
clkinvlp_2,0,1
==> worst min-delay path by stage <==
stage             startpoint                        endpoint  slack [ns]  cells after the start
4_1_cts   sinalExtendido[17]  sinalExtendido_out[17]$_DFF_N_        0.66                      1
5_1_grt              PC4[10]             PC4_out[10]$_DFF_N_        0.66                      1
6_report  sinalExtendido[17]  sinalExtendido_out[17]$_DFF_N_        0.69                      1
==> repair_timing <==
item,in CTS,in global routing
hold endpoints to repair,0,0
pin swaps,0,0
setup endpoints to repair,157,157
resized,518,17
==> state kept, by name, summed over array words and instances, names as in the netlist, 2 cells and up <==
register / cells
PC4_out: 32
dadoRs_out: 32
dadoRt_out: 32
sinalExtendido_out: 32
rd_mux_out: 5
rs_fw_out: 5
rt_fw_out: 5
rt_mux_out: 5
ALUOp_out: 2
==> metal layers <==
metal	up-vias	GRT usage, %
met3	31	7.369
li1	1464	-
met5	-	0
met1	1231	6.012
met2	249	11.03
met4	0	4.246
==> metrics by stage <==
step / hold WS [ns] / area, um^2 / utilization, % / setup TNS [ns]
floorplan: 0.7277 / 3147 / - / 0
global route: 0.6632 / 7229 / 26.02 / -92.06
finish: 0.6895 / 7229 / 26.02 / -84.20
CTS: 0.6577 / 7183 / 25.86 / -88.95
detailed placement: 1.152 / 6763 / 24.34 / -108.35
global placement: 1.149 / 6763 / 24.34 / -107.81
Power figures rest on the tool's default switching activity, not on a simulated workload.
